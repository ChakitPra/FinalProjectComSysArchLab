<file path="flow/design.v">
module uart_tx(
    input clk,
    input reset,
    input [7:0] data_in,   
    input send_data,        
    output reg tx           
    );
    reg [3:0] state;
    reg [7:0] tx_data;
    reg [3:0] bit_count;
    reg [7:0] shift_reg;
    parameter baud_rate_divisor = 104;  
    reg [15:0] baud_counter;
    always @(posedge clk or posedge reset) begin
        if (reset) begin
            state <= 0;
            tx <= 1;  
            baud_counter <= 0;
        end else begin
            baud_counter <= baud_counter + 1;
            if (baud_counter == baud_rate_divisor) begin
                baud_counter <= 0;
                case(state)
                    0: begin
                        if (send_data) begin
                            tx_data <= data_in;   
                            state <= 1;            
                            bit_count <= 0;        
                        end
                    end
                    1: begin
                        tx <= 0;  
                        state <= 2;
                    end
                    2: begin
                        shift_reg <= tx_data;
                        state <= 3;
                    end
                    3: begin
                        tx <= shift_reg[0];  
                        shift_reg <= shift_reg >> 1;
                        bit_count <= bit_count + 1;
                        if (bit_count == 8) begin
                            state <= 4;  
                        end
                    end
                    4: begin
                        tx <= 1;  
                        state <= 0;  
                    end
                endcase
            end
        end
    end
endmodule
</file>
<file path="flow/run.sh">
#!/bin/bash
# OpenROAD 26Q1-2900-gdf79404cd8, Yosys 0.63+post, stock flow scripts
make -C /OpenROAD-flow-scripts/flow DESIGN_CONFIG=/design/flow/config.mk WORK_HOME=/design/flow/orfs finish
</file>
<file path="flow/config.mk">
export PLATFORM = sky130hd
export DESIGN_NAME = uart_tx
export DESIGN_NICKNAME = uart_tx
export VERILOG_FILES = /design/flow/design.v
export SDC_FILE = /design/flow/constraint.sdc
export NUM_CORES = 4
export LEC_CHECK = 1
export CORE_UTILIZATION = 30
</file>
<file path="flow/constraint.sdc">
current_design uart_tx

set clk_period 5.8
set clk_io_pct 0.2

create_clock -name clk0 -period $clk_period [get_ports {clk}]

set non_clock_inputs [all_inputs -no_clocks]
set_input_delay [expr $clk_period * $clk_io_pct] -clock clk0 $non_clock_inputs
set_output_delay [expr $clk_period * $clk_io_pct] -clock clk0 [all_outputs]
</file>
==> qor.csv <==
metric,value,unit
run_status,finished clean,
post-place-cells,230,
ys.flops,42,
sw_frac_of_total,0.196,
family_of_cells_with_the_greatest_summed_delay_on_the_critical_path,flip-flops,
htreeDepth,2,
synth_async_sr_flop_share,0.524,
summed_standard_cell_area_reported_by_yosys,1850,um^2
slew_headroom,0.582,
cts.clk_slew.worst_paths,0.08,ns
route.vias.total,1051,
unrepaired_setup_endpoints_after_global_routing,false,
power_per_cell_area,257,nW/um^2
warnings,27,
regToRegStartpoint,baud_counter[0],
yosys-top-cells-area,"edfxtp_1, dfrtp_1, mux2_2, xnor2_1, xor2_1",
vdd_ir_drop_max,0.135,mV
fillCellCount,566,
cpMaxStageDelayCell,dfstp_2,
syn_avg_cell_area,12.7,um^2
cts_hold_buffers,0,
setup_viol,0,
postCtsResizedCells,0,
avgViaCountPerCell,4.42,
synth-seq-area-share,0.623,
report.final.slew_viol_count,0,
die-width,80.6,um
grt_util_all_layers,0.0983,
fin_tns_setup,0,ns
die_h,80.6,um
cts_root_buffer,clkbuf_8,
synthFlopType,edfxtp_1,
power_switching,0.109,mW
dpl.hpwl,1890,um
share_of_final_layout_standard_cells_stronger_than_drive_strength_1,0.172,
power_total,0.557,mW
placed_cell_area,2050,um^2
power.internal,0.448,mW
fin_area,2170,um^2
crit_arrival,1.29,ns
startpoint_type,register,
firstDrtPassIters,4,
final_min_period_over_clock_period,0.422,
overflow,0,
chipArea,6490,um^2
rr_worst_depth,5,
area.growth.synth_to_final,17.1,%
first_iter_violations,54,
power.share.combinational,0.019,
sequential_cell_area,1150,um^2
instances_no_fill,238,
io_pins,12,
count_of_unresolved_drc_violations_after_routing,0,
route.detailed.wl_per_inst,11.3,um
via_count_of_the_first_global_routing_pass,1044,
gp_routability_congestion,0.752,
synth-warning-count,1,
fraction_of_power_consumed_by_the_clock_network,0.424,
clock_sink_count,42,
cts_tree,built,
fraction_of_the_core_area_occupied_by_cells_at_floorplan,0.313,
port_buffers,11,
timing.critical_path.fanout_max,2,
worst_setup_path_end_kind,output pin,
syn_area,1850,um^2
finalClockSkew,0.00964,ns
logic_area,644,um^2
setup_slack_of_the_most_critical_reg_to_reg_path,3.58,ns
grt_first_pass_wirelength,4770,um
core.rowCount,28,
max_freq,409,MHz
remaining_number_of_nets_flagged_by_the_antenna_check_after_routing,0,
insertedDiodeCount,0,
share_seq_of_total_power,0.558,
timing.critical_path.slowest_cell_delay,0.55,ns
syn-instance-count,146,
core,5920,um^2
detail_route.wirelength,2700,um
yosysTopAreaCell,edfxtp_1,
antenna_found_initial,0,
post_cts.repair.setup_buffers,0,
worst-path-buf-inv,1,
layout_top_cells,"dfrtp_1, edfxtp_1, nand2_1",
largest_register_ffs,16,
tightestPinTransition,0.624,ns
hp-start,baud_counter[15],
r2r-end,bit_count[1],
largest_type_area_fraction,0.324,
drv_cap,0,
yosysCellCount,146,
timing_worst_setup_path_type,reg2out,
worstSkewPairLatency,0.29,ns
crit_path_cell_trace,clkdlybuf4s50_1,
core_occupancy_in_the_finished_layout,0.366,
worst_hold_path.endpoint,baud_counter[15],
largest_net_degree_at_the_start_of_global_routing,23,
synth.distinct_cells,34,
clk_path_buf_depth,2,
holdPathStages,1,
power.leakage,0.816,nW
synth-edff-count,20,
finalHoldViolCount,0,
numCtsBuffers,5,
timing.hold.worst.class,reg2reg,
timing.final.crit_period,2.45,ns
worstPathRequired,4.64,ns
## synth_stat cells, types with 4 or more instances
library cell and instances:
nand2_1 13, inv_1 7, xnor2_1 7, edfxtp_1 20, xor2_1 7, ha_1 4, o21ai_0 5, mux2_2 8
dfrtp_1 20, and2_1 4, nor2_1 11, nand3_1 6
## cell type report
cell class | count | area share
sequential | 42 | 0.532
clock inverter | 3 | 0.0225
inverter | 7 | 0.0121
timing repair buffer | 14 | 0.0612
tap | 75 | 0.0433
clock buffer | 5 | 0.0317
multi-input combinational | 92 | 0.297
## cell families after synthesis
group,share of synthesized area
adder cells (fa/ha/maj),0.0270
multiplexers,0.0487
XOR/XNOR,0.0662
AND-OR/OR-AND,0.0324
AND/OR/NAND/NOR,0.174
buffers and inverters,0.0291
flip-flops,0.623
## per-stage QoR
| step | hold WS, ns | worst slack [ns] |
|---|---|---|
| 2_1_floorplan | 0.443 | 3.59 |
| 3_3_place_gp | 0.459 | 3.22 |
| 3_5_place_dp | 0.460 | 3.19 |
| 4_1_cts | 0.477 | 3.33 |
| 5_1_grt | 0.511 | 3.30 |
| 6_report | 0.474 | 3.35 |
## worst max-delay path by stage
| stage | startpoint | end | cells after the start | slack [ns] |
|---|---|---|---|---|
| finish | tx | tx | 1 | 3.35 |
| global route | tx | tx | 1 | 3.30 |
| CTS | tx | tx | 1 | 3.33 |
## layer usage
layer | GRT usage | up-vias | routed length, um | share of wire
li1 | - | 541 | - | -
met1 | 0.173 | 487 | 1500 | 0.55
met2 | 0.128 | 19 | 1050 | 0.39
met3 | 0.0242 | 4 | 110 | 0.041
met4 | 0.0143 | 0 | 36 | 0.013
met5 | 0 | - | 0 | 0
## power by group through the flow
stage         registers [mW]  clock network, mW  logic, mW
CTS                    0.311              0.244     0.0108
global route           0.311              0.260     0.0117
finish                 0.311              0.236     0.0104
No activity file was given, so power comes from the tool's default toggle rates.
