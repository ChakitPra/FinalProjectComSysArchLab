==> flow/design.v <==
module uart_rx(
    input clk,
    input reset,
    input rx,            
    output reg [7:0] data_out,   
    output reg data_ready  
    );
    reg [3:0] state;
    reg [7:0] shift_reg;
    reg [3:0] bit_count;
    parameter baud_rate_divisor = 104;
    reg [15:0] baud_counter;
    always @(posedge clk or posedge reset) begin
        if (reset) begin
            state <= 0;
            data_ready <= 0;
            baud_counter <= 0;
            shift_reg <= 0;
            bit_count <= 0;
        end else begin
            baud_counter <= baud_counter + 1;
            if (baud_counter == baud_rate_divisor) begin
                baud_counter <= 0;
                case(state)
                    0: begin
                        if (~rx) state <= 1;  
                    end
                    1: begin
                        shift_reg <= {rx, shift_reg[7:1]};  
                        bit_count <= bit_count + 1;
                        if (bit_count == 7) begin
                            state <= 2;  
                        end
                    end
                    2: begin
                        data_out <= shift_reg;   
                        data_ready <= 1;         
                        state <= 0;              
                    end
                endcase
            end
        end
    end
endmodule
==> flow/run.sh <==
#!/bin/bash
# OpenROAD 26Q1-2900-gdf79404cd8, Yosys 0.63+post, stock flow scripts
make -C /OpenROAD-flow-scripts/flow DESIGN_CONFIG=/design/flow/config.mk WORK_HOME=/design/flow/orfs finish
==> flow/config.mk <==
export PLATFORM = sky130hd
export DESIGN_NAME = uart_rx
export DESIGN_NICKNAME = uart_rx
export VERILOG_FILES = /design/flow/design.v
export SDC_FILE = /design/flow/constraint.sdc
export NUM_CORES = 4
export LEC_CHECK = 1
export CORE_AREA = 10 10 110 110
export DIE_AREA = 0 0 120 120
==> flow/constraint.sdc <==
current_design uart_rx

set clk_period 2.6
set clk_io_pct 0.2

create_clock -name clk0 -period $clk_period [get_ports {clk}]

set non_clock_inputs [all_inputs -no_clocks]
set_input_delay [expr $clk_period * $clk_io_pct] -clock clk0 $non_clock_inputs
set_output_delay [expr $clk_period * $clk_io_pct] -clock clk0 [all_outputs]
==> results.sh <==
# source this file to load flow results
export IMPL_syn_inst=126
export IMPL_syn_mean_instance_area_um2=13.2
export IMPL_leakage_nw=0.874
export IMPL_period_needed_ps=2040
export IMPL_wl_met3_um=137
export IMPL_start_kind="register"
export IMPL_rsz0062_at_grt="false"
export IMPL_rows=36
export IMPL_cts_buffers=5
export IMPL_hold_start="shift_reg[0]$_DFFE_PP0P_"
export IMPL_warning_count=26
export IMPL_cp_slowest_cell="or4b_4"
export IMPL_worst_pin_slew_ps=394
export IMPL_startpoint="baud_counter[13]$_DFF_PP0_"
export IMPL_h_tree_depth=2
export IMPL_timing_rr_end="baud_counter[14]$_DFF_PP0_"
export IMPL_topCellsByArea="dfrtp_1 (47%), edfxtp_1 (14%), mux2_2 (6.8%)"
export IMPL_slew_headroom_pct=73.7
export IMPL_powerDensity_mw_per_mm2=561
export IMPL_wl_met1_um=1330
export IMPL_routed_wl_um=2660
export IMPL_die_y_um=120
export IMPL_cts_tree="done"
export IMPL_peakVddDrop_mv=0.187
export IMPL_antenna_found_initial=0
export IMPL_wl_met2_um=1130
export IMPL_drive_above_1_share_pct=17.0
export IMPL_grt_usage_pct=3.86
export IMPL_max_stage_delay_ps=570
export IMPL_synth_most_common_cell="dfrtp_1"
export IMPL_arrival_ps=2220
export IMPL_syn_to_final_growth_pct=24.7
export IMPL_ys_warn_count=1
export IMPL_postSynthSeqShare_pct=62.6
export IMPL_viasPerCell=3.49
export IMPL_edf_count=8
export IMPL_clock_fmax_ghz=0.490
export IMPL_ff2ff_path_depth=5
export IMPL_cp_max_fo=14
export IMPL_cts_resized=0
export IMPL_port_buffers=11
export IMPL_dp_cells=272
export IMPL_fin_tns_setup_ps=0
export IMPL_place_gp_congestion=0.815
export IMPL_post_cts_buffers=0
export IMPL_largest_register_ffs=16
export IMPL_top_cell_area_share_pct=46.6
export IMPL_cts_clk_slew_worst_paths_ps=80
export IMPL_cp_end_kind="register"
export IMPL_flop_cell="dfrtp_1"
export IMPL_grt_pass1_vias=997
export IMPL_synth_async_reset_ratio_pct=80.0
export IMPL_ys_types=30
export IMPL_die_w_um=120
export IMPL_hpwl_um=1860
export IMPL_holdBufCountCts=0
export IMPL_clock_skew_ps=5.55
export IMPL_drt_pass1_iter_count=4
export IMPL_first_iter_violations=12
export IMPL_stdcell_count=280
export IMPL_core_area_mm2=0.00977
export IMPL_ys_top_cells_by_count="dfrtp_1 (31), mux2_2 (10), xnor2_1 (10)"
export IMPL_synth_chip_area_mm2=0.00166
export IMPL_cts_root_buffer="clkbuf_8"
export IMPL_r2r_slack_ps=560
export IMPL_hold_violations=0
export IMPL_setup_violations=0
export IMPL_worstPathCellList="or4b_4, nor4_4, buf_4, nor2_1, mux2_2"
export IMPL_die_area_mm2=0.0144
export IMPL_dr_total_vias=976
export IMPL_status="completed"
export IMPL_ys_flops=40
export IMPL_hp_class="reg -> reg"
export IMPL_slew_viol_final=0
export IMPL_period_used_pct=78.5
export IMPL_dr_max_layer_used="met4"
export IMPL_clock_sinks=40
export IMPL_cap_violations=0
export IMPL_clkLatencyLatePin_ps=290
export IMPL_yosys_cells=126
export IMPL_post_drt_wl_per_cell_um=9.49
export IMPL_syn_area_mm2=0.00166
export IMPL_grt_start_max_net_pins=33
export IMPL_drtAntennaViolNets=0
export IMPL_ios=12
export IMPL_path_class="reg -> reg"
export IMPL_grt_overflow=0
export IMPL_route_detailed_drc=0
export IMPL_clk_path_buf_depth=2
export IMPL_initial_core_util_pct=17.0
export IMPL_required_ps=2780
export IMPL_critPathCapture="baud_counter[14]$_DFF_PP0_"
export IMPL_yosys_area_top_type="dfrtp_1"
export IMPL_n_antenna_cell=0
export IMPL_grt_first_pass_wirelength_um=4790
export IMPL_r2r_start="baud_counter[13]$_DFF_PP0_"
-- final cells by class --
type | count | area (um^2)
clock buffer | 5 | 68.8
clock inverter | 3 | 47.5
fill | 1046 | 7700
inverter | 6 | 22.5
multi-input combinational | 79 | 594
sequential | 40 | 1040
tap | 133 | 166
timing repair buffer | 14 | 133
-- worst min path at each step --
stage / depth (start not counted) / to
4_1_cts: 0 / data_out[0]$_DFFE_PP_
5_1_grt: 0 / data_out[0]$_DFFE_PP_
6_report: 0 / data_out[0]$_DFFE_PP_
-- logic make-up after synthesis --
| kind of cell | synth area share, % |
|---|---|
| AND-OR/OR-AND | 1.95 |
| XOR/XNOR | 7.89 |
| adder cells (fa/ha/maj) | 2.26 |
| buffers and inverters | 1.65 |
| flip-flops | 62.6 |
| multiplexers | 6.77 |
| AND/OR/NAND/NOR | 16.8 |
-- worst max-delay path: cells and delay by family, from the launching register on --
kind | cells | cell delay [ps]
AND/OR/NAND/NOR | 3 | 1000
flip-flops | 1 | 430
multiplexers | 1 | 260
buffers and inverters | 1 | 250
-- per-stage QoR --
step	area (um^2)	utilization, %	total power, mW	setup WS [ps]	hold WS [ps]
2_1_floorplan	1660	-	0.659	473	408
3_3_place_gp	1960	20.0	0.667	593	429
3_5_place_dp	1960	20.0	0.667	579	431
4_1_cts	2070	21.2	1.18	560	446
5_1_grt	2070	21.2	1.21	475	455
6_report	2070	21.2	1.16	559	443
-- routing by layer --
metal / GRT usage (%) / up-vias
met5: 0 / -
met4: 0.830 / 0
met3: 1.09 / 8
met2: 5.85 / 15
met1: 5.42 / 467
li1: - / 486
-- power by group --
group	switching [mW]	internal, mW	leakage, nW
logic	0.0103	0.00454	0.310
clock network	0.221	0.289	0.0583
registers	0.000634	0.638	0.505
total	0.232	0.931	0.874
-- cell usage in the layout, fill, tap and decap left out, drive strengths merged --
master         instances
nor4                   2
a21oi                  1
dfstp                  1
nand3                  8
nor3                   2
clkdlybuf4s50         11
edfxtp                 8
o21ai                  2
clkinv                 2
xor2                   5
o2bb2ai                1
or3                    2
nand4                  3
bufinv                 1
ha                     3
or4b                   1
or4                    2
and3                   1
inv                    6
mux2                  10
nand2                  8
dfrtp                 31
nor2b                  2
xnor2                 10
nor4b                  1
nand2b                 2
buf                    3
and3b                  1
nor2                   8
clkbuf                 5
a22o                   1
and4                   3
Power is estimated from default activity; no workload was simulated.
