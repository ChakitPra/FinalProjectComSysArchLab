<file path="./run.sh">
#!/bin/bash
# OpenROAD 26Q1-2900-gdf79404cd8, Yosys 0.63+post, stock flow scripts
make -C /OpenROAD-flow-scripts/flow DESIGN_CONFIG=/design/flow/config.mk WORK_HOME=/design/flow/orfs finish
</file>
<file path="./config.mk">
export PLATFORM = sky130hd
export DESIGN_NAME = vga_controller
export DESIGN_NICKNAME = vga_controller
export VERILOG_FILES = /design/flow/design.v
export SDC_FILE = /design/flow/constraint.sdc
export NUM_CORES = 4
export LEC_CHECK = 1
export CORE_UTILIZATION = 40
</file>
<file path="./constraint.sdc">
current_design vga_controller

set clk_period 1.6
set clk_io_pct 0.2

create_clock -name clk0 -period $clk_period [get_ports {clk_100MHz}]

set non_clock_inputs [all_inputs -no_clocks]
set_input_delay [expr $clk_period * $clk_io_pct] -clock clk0 $non_clock_inputs
set_output_delay [expr $clk_period * $clk_io_pct] -clock clk0 [all_outputs]
</file>
<file path="./design.v">
`timescale 1ns / 1ps
module vga_controller(
    input clk_100MHz,    
    input reset,         
    output video_on,     
    output hsync,        
    output vsync,        
    output p_tick,       
    output [9:0] x,      
    output [9:0] y       
    );
    parameter HD = 640;              
    parameter HF = 48;               
    parameter HB = 16;               
    parameter HR = 96;               
    parameter HMAX = HD+HF+HB+HR-1;  
    parameter VD = 480;              
    parameter VF = 10;               
    parameter VB = 33;               
    parameter VR = 2;                
    parameter VMAX = VD+VF+VB+VR-1;  
	reg  [1:0] r_25MHz;
	wire w_25MHz;
	always @(posedge clk_100MHz or posedge reset)
		if(reset)
		  r_25MHz <= 0;
		else
		  r_25MHz <= r_25MHz + 1;
	assign w_25MHz = (r_25MHz == 0) ? 1 : 0;  
    reg [9:0] h_count_reg, h_count_next;
    reg [9:0] v_count_reg, v_count_next;
    reg v_sync_reg, h_sync_reg;
    wire v_sync_next, h_sync_next;
    always @(posedge clk_100MHz or posedge reset)
        if(reset) begin
            v_count_reg <= 0;
            h_count_reg <= 0;
            v_sync_reg  <= 1'b0;
            h_sync_reg  <= 1'b0;
        end
        else begin
            v_count_reg <= v_count_next;
            h_count_reg <= h_count_next;
            v_sync_reg  <= v_sync_next;
            h_sync_reg  <= h_sync_next;
        end
    always @(posedge w_25MHz or posedge reset)       
        if(reset)
            h_count_next = 0;
        else
            if(h_count_reg == HMAX)                  
                h_count_next = 0;
            else
                h_count_next = h_count_reg + 1;         
    always @(posedge w_25MHz or posedge reset)
        if(reset)
            v_count_next = 0;
        else
            if(h_count_reg == HMAX)                  
                if((v_count_reg == VMAX))            
                    v_count_next = 0;
                else
                    v_count_next = v_count_reg + 1;
    assign h_sync_next = (h_count_reg >= (HD+HB) && h_count_reg <= (HD+HB+HR-1));
    assign v_sync_next = (v_count_reg >= (VD+VB) && v_count_reg <= (VD+VB+VR-1));
    assign video_on = (h_count_reg < HD) && (v_count_reg < VD);  
    assign hsync  = h_sync_reg;
    assign vsync  = v_sync_reg;
    assign x      = h_count_reg;
    assign y      = v_count_reg;
    assign p_tick = w_25MHz;
endmodule
</file>
==> impl_metrics.tcl <==
# flow metrics
set metrics [dict create \
    core_area_sq_um 4440 \
    ys_cells 157 \
    warnings 31 \
    grt_pass1_wl_mm 5.67 \
    drive_gt1_share_pct 22.7 \
    power-per-cell-area_nw_per_um2 412 \
    grt_pass1_vias 1180 \
    post-route-util_pct 53.6 \
    routabilityCongestion 0.822 \
    ys_chip_area_sq_um 1890 \
    unclocked_regs 20 \
    critPathCaptureType "output pin" \
    yosysWarnings 1 \
    finalClockSkew_ns 0.00375 \
    r2r-start "v_count_reg[6]$_DFF_PP0_" \
    chipArea_sq_um 5000 \
    num_rows 24 \
    clk_pin_slew_ns 0.08 \
    status "finished clean" \
    dpl.hpwl_mm 2.30 \
    edf_count 0 \
    area_growth_syn_to_layout_pct 26.2 \
    firstDrtPassIters 20 \
    yosysMostFrequentCell "dfrtp_1" \
    final_antenna_net_count 0 \
    r2r_slack_ns 0.27 \
    fill_cells 387 \
    hold_class "in -> async" \
    area_leaders "dfrtp_1 58%, ha_1 5.3%, xnor2_1 3.7%" \
    grt_max_degree 45 \
    die_x_microns 70.7 \
    clk_path_buf_depth 2 \
    num_vias 1279 \
    worstPathMaxFanout 8 \
    period_minus_slack_ns 1.54 \
    synth_cell_types 37 \
    fin_crit_sh_pct 96.5 \
    drv_cap 0 \
    syn_inst 157 \
    crit_required_ns 1.28 \
    wire_per_inst_microns 12.9 \
    cts_tree "yes" \
    p_leak_nw 1.04 \
    crit_slowest_cell "clkdlybuf4s50_1" \
    synth_area_sq_um 1890 \
    antenna_found_initial 0 \
    max_stage_delay_ns 0.46 \
    fmax_ghz 0.648 \
    top_level_ports 26 \
    first_iter_violations 57 \
    r2r-end "v_sync_reg$_DFF_PP0_" \
    place_area_sq_um 2250 \
    clockRootBuffer "clkbuf_8" \
    synthTopCellsByCount "44 x dfrtp_1, 18 x nand2_1, 9 x nand3_1" \
    synth_area_per_cell_sq_um 12.0 \
    clk_latency_ns 0.26 \
    antenna_cells 0 \
    rsz0062_at_grt "no" \
    async_flop_share_pct 100 \
    fin_area_sq_um 2380 \
    ff_type "dfrtp_1" \
    untimed_endpoints 40 \
    fin_tns_setup_ns 0 \
    top_area_cell "dfrtp_1" \
    power.total_mw 0.982 \
    final-setup-viol-count 0 \
    maxSlewViolCount 0 \
    fp.dieH_microns 70.7 \
    criticalPathCategory "reg -> out" \
    vias_per_cell 5.12 \
    synth_top_area_share_pct 58.4 \
    h-tree-depth 1 \
    hold_viol_final 0 \
    grt_use_total_pct 14.9 \
    fp_util_pct 42.5 \
    cts_buffers 3 \
    synth_seq_share_pct 58.4 \
    drcViolationCount 0 \
    crit_path_cell_trace "buf_4, clkdlybuf4s50_1" \
    tightestPinTransition_ns 0.334 \
    cp.arrival_ns 1.22 \
    slew_headroom_pct 77.7 \
    cts_hold_buf 0 \
    reg2reg_depth 5 \
    grt_overflow 0 \
    vdd_drop_max_mv 0.430 \
    ys.flops 44 \
    io_buffer_count 25 \
    worstSetupStartpointType "flop" \
    routed_wl_mm 3.24 \
]
[kinds of logic (layout without fill, tap and decap cells)]
group,Yosys count,in the layout,share of synthesized area [%]
compound gates,17,17,6.23
xor+xnor,12,12,5.57
fa+ha+maj,8,8,5.31
buf+inv,13,54,4.24
flops,44,44,58.4
simple gates,63,63,20.3
[layout make-up]
class                   count  area, sq um  share of cell area (%)
multi-input cells         100          718                    30.2
clock buffers               3         41.3                    1.73
well taps                  52         65.1                    2.73
inverters                   8         30.0                    1.26
flip-flops and latches     44         1110                    46.6
repair buffers             43          417                    17.5
[per-stage QoR]
| step | setup slack, ns | std cells | hold WS (ns) |
|---|---|---|---|
| 5_1_grt | 0.00416 | 250 | 0.437 |
| 3_3_place_gp | 0.159 | 241 | 0.397 |
| 2_1_floorplan | 0.249 | 157 | 0.386 |
| 6_report | 0.0565 | 250 | 0.403 |
| 3_5_place_dp | 0.167 | 241 | 0.397 |
| 4_1_cts | 0.0000202 | 246 | 0.411 |
[placed cells by master, fill, tap and decap left out, types with 2 or more instances in the layout]
| cell | netlist | layout |
|---|---|---|
| xnor2_1 | 8 | 8 |
| a311oi_1 | 2 | 2 |
| o21ai_2 | 5 | 5 |
| xor2_1 | 4 | 4 |
| dfrtp_1 | 44 | 37 |
| nand2_1 | 18 | 18 |
| dfrtp_2 | 0 | 7 |
| nand2b_1 | 3 | 3 |
| inv_1 | 8 | 6 |
| buf_4 | 0 | 11 |
| dlygate4sd2_1 | 0 | 3 |
| nand4_1 | 6 | 6 |
| clkdlybuf4s50_1 | 0 | 22 |
| clkbuf_8 | 0 | 3 |
| a21oi_1 | 2 | 2 |
| ha_1 | 8 | 7 |
| buf_6 | 4 | 6 |
| nor3_1 | 3 | 3 |
| inv_2 | 0 | 2 |
| o21ai_0 | 5 | 4 |
| nand3_1 | 9 | 9 |
| nor2_1 | 7 | 7 |
[power by group]
group	total [mW]	switching, mW	internal (mW)
Combinational	0.0288	0.0214	0.00739
Sequential	0.605	0	0.605
Clock	0.348	0.180	0.168
Total	0.982	0.201	0.781
[worst max-delay path by stage]
| stage | startpoint | depth (start not counted) | slack (ns) | endpoint |
|---|---|---|---|---|
| 4_1_cts | v_count_reg[0]$_DFF_PP0_ | 1 | 0.00002 | y[0] |
| 5_1_grt | h_count_reg[7]$_DFF_PP0_ | 2 | 0.004 | x[7] |
| 6_report | h_count_reg[9]$_DFF_PP0_ | 2 | 0.06 | x[9] |
[per-layer routing]
layer / part of all wire, % / routed length (microns) / track usage [%]
met5: 0 / 0 / 0
met4: 0.77 / 25 / 1.11
met2: 46 / 1500 / 22.9
met3: 4.5 / 146 / 2.31
met1: 48 / 1570 / 25.0
[worst max-delay path, delay by kind of cell, from the launching register on]
kind     cells  cell delay, ns
buf+inv      2            0.62
flops        1            0.35
[repair_timing]
action / CTS / global route
setup buffers: 2 / 4
resized: 10 / 11
pin swaps: 3 / 0
endpoints found under the setup margin: 2 / 11
Power is estimated from default activity; no workload was simulated.
